==> design/flow/design.v <==
`timescale 1ns / 1ps
module guess(
input wire clk,rst,on_game,
input wire button_pressed_p1, button_pressed_p2,
input wire [7:0] ascii_char,
input wire [1:0] strike1, strike2, ball1, ball2,
input wire [11:0]input_number,
output reg [3:0] output_number,
output wire [1:0] strike_player
    );
    reg [11:0]guess_p1_array0,guess_p1_array1,guess_p1_array2,guess_p1_array3;
    reg [11:0]guess_p2_array0,guess_p2_array1,guess_p2_array2,guess_p2_array3 ; 
    reg [1:0] strike_p1_0, strike_p1_1, strike_p1_2, strike_p1_3;
    reg [1:0] ball_p1_0, ball_p1_1, ball_p1_2, ball_p1_3;
    reg [1:0] strike_p2_0,strike_p2_1,strike_p2_2,strike_p2_3;
    reg [1:0] ball_p2_0,ball_p2_1,ball_p2_2,ball_p2_3;
    assign  strike_player  = (strike_p1_0==3)||(strike_p1_1==3)||(strike_p1_2==3)||(strike_p1_3==3)? 'd1:
((strike_p2_0==3)||(strike_p2_1==3)||(strike_p2_2==3)||(strike_p2_3==3))? 'd2 : 0;
           always@(posedge clk,posedge rst)  
                if(rst) begin 
                     guess_p1_array0 <= 0;
                     strike_p1_0 <= 0;
                     ball_p1_0<=0;
                     guess_p1_array1 <= 0;
                     strike_p1_1 <= 0;
                     ball_p1_1<=0;
                     guess_p1_array2 <= 0;
                     strike_p1_2 <= 0;
                     ball_p1_2<=0;
                     guess_p1_array3 <= 0;
                     strike_p1_3 <= 0;
                     ball_p1_3<=0;
                     end 
                else if(button_pressed_p1&&on_game) begin 
                     guess_p1_array0 <= input_number;
                     strike_p1_0 <= strike1;
                     ball_p1_0 <= ball1;
                     guess_p1_array1 <= guess_p1_array0;
                     strike_p1_1 <= strike_p1_0;
                     ball_p1_1 <= ball_p1_0;
                     guess_p1_array2 <= guess_p1_array1;
                     strike_p1_2 <= strike_p1_1;
                     ball_p1_2 <= ball_p1_1;
                     guess_p1_array3 <= guess_p1_array2;
                     strike_p1_3 <= strike_p1_2;
                     ball_p1_3 <= ball_p1_2;
                           end      
           always@(posedge clk,posedge rst)  
                if(rst) begin 
                     guess_p2_array0 <= 0;
                     strike_p2_0 <= 0;
                     ball_p2_0<=0;
                     guess_p2_array1 <= 0;
                     strike_p2_1 <= 0;
                     ball_p2_1<=0;
                     guess_p2_array2 <= 0;
                     strike_p2_2 <= 0;
                     ball_p2_2<=0;
                     guess_p2_array3 <= 0;
                     strike_p2_3 <= 0;
                     ball_p2_3<=0;
                     end 
                else if(button_pressed_p2&&on_game) begin 
                     guess_p2_array0 <= input_number;
                     strike_p2_0 <= strike2;
                     ball_p2_0 <= ball2;
                     guess_p2_array1 <= guess_p2_array0;
                     strike_p2_1 <= strike_p2_0;
                     ball_p2_1 <= ball_p2_0;
                     guess_p2_array2 <= guess_p2_array1;
                     strike_p2_2 <= strike_p2_1;
                     ball_p2_2 <= ball_p2_1;
                     guess_p2_array3 <= guess_p2_array2;
                     strike_p2_3 <= strike_p2_2;
                     ball_p2_3 <= ball_p2_2;
                           end      
       always@*
            case(ascii_char)
                'h20: output_number = guess_p1_array0[11:8];     
                'h21: output_number = guess_p1_array0[7:4];
                'h22: output_number = guess_p1_array0[3:0];
                'h24: output_number = {2'b00,ball_p1_0};                              
                'h26: output_number = {2'b00,strike_p1_0};
                'h37: output_number = guess_p2_array0[11:8];         
                'h38: output_number = guess_p2_array0[7:4];
                'h39: output_number = guess_p2_array0[3:0];
                'h3b: output_number = {2'b00,ball_p2_0};                              
                'h3d: output_number = {2'b00,strike_p2_0};
                'h40: output_number = guess_p1_array1[11:8];
                'h41: output_number = guess_p1_array1[7:4];
                'h42: output_number = guess_p1_array1[3:0];
                'h44: output_number = {2'b00,ball_p1_1};
                'h46: output_number = {2'b00,strike_p1_1};
                'h57: output_number = guess_p2_array1[11:8];
                'h58: output_number = guess_p2_array1[7:4];
                'h59: output_number = guess_p2_array1[3:0];
                'h5b: output_number = {2'b00,ball_p2_1};                              
                'h5d: output_number = {2'b00,strike_p2_1};
                'h60: output_number = guess_p1_array2[11:8];
                'h61: output_number = guess_p1_array2[7:4];
                'h62: output_number = guess_p1_array2[3:0];
                'h64: output_number = {2'b00,ball_p1_2};
                'h66: output_number = {2'b00,strike_p1_2};
                'h77: output_number = guess_p2_array2[11:8];
                'h78: output_number = guess_p2_array2[7:4];
                'h79: output_number = guess_p2_array2[3:0];
                'h7b: output_number = {2'b00,ball_p2_2};                              
                'h7d: output_number = {2'b00,strike_p2_2};
                'h80: output_number = guess_p1_array3[11:8];
                'h81: output_number = guess_p1_array3[7:4];
                'h82: output_number = guess_p1_array3[3:0];
                'h84: output_number = {2'b00,ball_p1_3};
                'h86: output_number = {2'b00,strike_p1_3};
                'h97: output_number = guess_p2_array3[11:8];
                'h98: output_number = guess_p2_array3[7:4];
                'h99: output_number = guess_p2_array3[3:0];
                'h9b: output_number = {2'b00,ball_p2_3};                              
                'h9d: output_number = {2'b00,strike_p2_3};
                default:  output_number = 4'b0000;
             endcase
endmodule
==> design/flow/run.sh <==
#!/bin/bash
# OpenROAD 26Q1-2900-gdf79404cd8, Yosys 0.63+post, stock flow scripts
make -C /OpenROAD-flow-scripts/flow DESIGN_CONFIG=/design/flow/config.mk WORK_HOME=/design/flow/orfs finish
==> design/flow/config.mk <==
export PLATFORM = sky130hd
export DESIGN_NAME = guess
export DESIGN_NICKNAME = guess
export VERILOG_FILES = /design/flow/design.v
export SDC_FILE = /design/flow/constraint.sdc
export NUM_CORES = 4
export LEC_CHECK = 1
export CORE_UTILIZATION = 40
==> design/flow/constraint.sdc <==
current_design guess

set clk_period 6.0
set clk_io_pct 0.2

create_clock -name clk0 -period $clk_period [get_ports {clk}]

set non_clock_inputs [all_inputs -no_clocks]
set_input_delay [expr $clk_period * $clk_io_pct] -clock clk0 $non_clock_inputs
set_output_delay [expr $clk_period * $clk_io_pct] -clock clk0 [all_outputs]
==> run summary <==
Main metrics from the flow reports.

The register-to-register setup slack is 5.15 ns. The cell-mix breakdown from Yosys lists the XOR/XNOR area share as 0. The netlist area before placement is 6250 um^2. The final antenna-violating net count came out at 0. The total cell area reported by yosys after synthesis came out at 6250 um^2. Setup repair after global routing left no endpoint under its margin.

The cell sitting at the root of the clock tree is a clkbuf_16. The depth of the worst hold-timing path is 1. The count of vias placed by the detailed router came out at 4170. The critical path required time is 4.80 ns.

The final timing summary puts the cycle share of the worst path at 0.904. The highest achievable clock rate came out at 184 MHz. The detailed placer's ending HPWL came out at 11300 um. The horizontal die dimension reported for this design is 127 um. STA classifies the critical path startpoint as an input pin. The overall die area came out at 16100 um^2. The count of tool warnings is 25.

The max-capacitance violation count came out at 0. The sum of negative setup slack is 0 ns. The global placer's final weighted congestion is 1.00. Among the non-sequential cells, multiplexers take the most area. The number of H-tree levels is 4. After layout, the setup clock skew is reported as 0.00768 ns.

The quantity of hold-fixing buffers added after cts came out at 0. The number of setup buffers added after CTS is 0. The worst hold path terminates at guess_p1_array3[9].

Looking at the gate-level netlist, the highest instance count belongs to mux2_2. The power density relative to cell area is 376 nW/um^2. In this run the worst hold path is classified as reg2reg. The timing report shows that the slowest cell on the worst path is clkdlybuf4s50_1. The top-area cell type share of the netlist area is 0.513. The total length of routed wires came out at 15800 um. In this run the most critical hold path is launched from guess_p1_array3[9]. The average instance in the mapped netlist occupies 12.9 um^2. The antenna diode count is 0.

The die boundary height came out at 127 um. The synthesis-stage register bit count came out at 128. The utilization after layout is 0.484.

The total of cells resized after clock tree synthesis is 0. The number of antenna violations at the first check in global routing was 0. The count of routing violations after the opening detailed-route iteration is 278.

TritonCTS built the clock tree. Overall power consumption after layout is estimated at 0.00276 W. Per the synth stats, the flop cell with the highest instance count is dfrtp_1. The tally of yosys warning messages came out at 1. Of the total synthesized cell area, the portion taken by AND, OR, NAND and NOR gates is 0.0999. The worst voltage drop across the vdd grid is 0.221 mV.

In this run the tool buffered the top-level ports with 38 buffer cells. The first-pass GRT wire length came out at 25100 um. The adder and majority cell fraction of the synthesized area came out at 0. The cell count after synthesis came out at 485. The critical path class is in2out.

The minimum clock period after layout is 5.43 ns. The length of the first detailed-routing pass in iterations came out at 5. The clock reaches the later pin of the worst-skew pair after 0.42 ns. The worst setup path is captured at an output pin. The proportion of layout cells with a drive suffix above 1 came out at 0.349. The largest stage delay on the critical path came out at 0.75 ns. The site row count is 45.

The report lists the cells along the critical path as clkdlybuf4s50_1, buf_4, nor2b_1, nand2_1, a2111oi_0, a2111oi_1, nand4_1, clkdlybuf4s50_1. The worst endpoint data arrival time came out at 4.23 ns. Fill cells in the final layout number 1310. The flow ran to the end, and the final reports show no timing, DRC or antenna violations.

The clock-pin transition on the worst setup and hold timing paths is 0.05 ns. The family with the most delay on the worst path is buffers and inverters. Entering global routing, the biggest net connects 66 pins. Looking at the max-slew report, the worst-margin pin has a slew of 0.836 ns. In this run, synthesis inferred 0 flip-flops with an integrated enable. In the synthesized netlist, the cells that appear most often are mux2_2, dfrtp_1, nand2_1. In this run, the synthesized area fraction spent on AND-OR/OR-AND gates is recorded as 0.0863. Counting stages on the worst path, the most repeated cell is clkdlybuf4s50_1. The relative area change from synthesis to final layout came out at 17.6%. The share of flip-flops with an asynchronous set or reset after synthesis came out at 1.00. The number of pins with negative max-slew slack in the final report came out at 0. The length in cells of the worst reg-to-reg path is 1. From the final report, the count of setup violators was given as 0. The sum of buffers and inverters on the critical path came out at 3. The number of hold violations in the final report is 0.

The share of synthesized area spent on multiplexers is 0.272. The leakage component of the power came out at 2.99 nW. The via count of the first global-routing pass came out at 4303.

Of the synthesized area, sequential elements account for 0.513. The CTS report gives the tree buffer count as 17. Per the slew report, the remaining headroom to the max-slew limit stands at 0.443. The synthesized design spends more area on one cell type than any other, namely dfrtp_1. After detailed routing, the number of vias per cell comes to 5.78. The worst-path maximum fanout is 12. After detailed routing, the average wire length per cell comes to 21.9 um. The core region is 15200 um^2. The number of distinct library cells after synthesis came out at 50.

The aggregate global routing overflow came out at 0. The number of cells in the yosys synthesis report came out at 485. The worst reg2reg path endpoint is guess_p1_array1[1]. The routed layout reports a DRC error count of 0. For the worst reg-to-reg path, the startpoint reported by OpenROAD is guess_p1_array0[1]. The maximum buffer depth of the clock tree is 2. According to the CTS report, the clock sink count is 128. By area the synthesized netlist is led by dfrtp_1, mux2_2, a22oi_1. The floorplan-stage core utilization is 0.411.

Total global-route track usage over all layers is 0.214. During I/O placement, the number of pins put on the boundary was 39.
==> logic make-up after synthesis <==
| kind of cell | Yosys count |
|---|---|
| mux | 151 |
| compound gates | 75 |
| simple gates | 94 |
| buf+inv | 37 |
| flops | 128 |
==> worst max path at each step <==
stage,from,endpoint,cells past startpoint
after CTS,ascii_char[5],output_number[1],8
after global routing,ascii_char[5],output_number[1],8
final,ascii_char[5],output_number[1],8
==> layer usage <==
layer  up-vias  GRT usage  part of all wire
met4         0     0.0287             0.013
met1      2129      0.337              0.47
met2       115      0.324              0.46
met3        13     0.0482             0.057
met5         -          0                 0
li1       1913          -                 -
==> sequential cells by signal (all words and copies together) (netlist names), 12 cells and up <==
name             cells
guess_p1_array0     12
guess_p1_array1     12
guess_p1_array2     12
guess_p1_array3     12
guess_p2_array0     12
guess_p2_array1     12
guess_p2_array2     12
guess_p2_array3     12
==> placed cells by master, fill, tap and decap left out, types with 11 or more instances in the layout <==
master,instances
mux2i_1,11
nand3_1,14
dfrtp_1,128
clkbuf_16,17
clkdlybuf4s50_1,38
nand2_1,21
buf_4,11
a22oi_1,22
mux2_2,133
==> per-stage QoR <==
step	instance area, um^2	hold slack, ns	instances	worst slack [ns]
global route	7350	0.520	721	0.406
floorplan	6250	0.471	485	1.39
detailed placement	6790	0.489	690	0.679
CTS	7350	0.506	721	0.668
global placement	6790	0.487	690	0.658
finish	7350	0.502	721	0.574
==> power breakdown <==
part	switching, W	total [W]	leakage [nW]	internal (W)
Clock	0.000368	0.000986	0.273	0.000618
Combinational	0.000180	0.000468	1.20	0.000288
Sequential	0.000199	0.00131	1.52	0.00111
Total	0.000748	0.00276	2.99	0.00202
==> area by class of cell <==
| class | count | area, um^2 | area share |
|---|---|---|---|
| Multi-Input combinational cell | 320 | 2870 | 0.390 |
| Clock inverter | 10 | 113 | 0.0153 |
| Tap cell | 188 | 235 | 0.0320 |
| Clock buffer | 21 | 450 | 0.0613 |
| Timing Repair Buffer | 49 | 463 | 0.0630 |
| Inverter | 5 | 21.3 | 0.00289 |
| Sequential cell | 128 | 3200 | 0.436 |
Power and IR drop assume default switching activity.

--- design.v ---
`timescale 1ns / 1ps
module ps2_kbd_new(
    input wire clk,
    input wire rst,
    input wire ps2_clk,
    input wire ps2_data,
	 input wire read,
    output reg [7:0] scancode,
    output wire data_ready,
    output reg released,
    output reg err_ind,
    output reg [11:0]keycode,
    output wire got_release
    );
localparam S_H = 2'b00, S_L = 2'b01, S_L2H = 2'b11, S_H2L = 2'b10;
reg [1:0] st,nx_st;
reg [1:0] nx_st2,st2;
reg ps2_clk_d, ps2_clk_s, ps2_data_d, ps2_data_s;
wire ps2_clk_rising_edge, ps2_clk_falling_edge;
wire rst_timer, shift_done;
reg [11 - 1 : 0] q;
wire shift;
reg [3:0] bit_cnt;
wire reset_bit_cnt;
wire timer_timeout;
reg [13-1:0] timer_cnt;
wire output_strobe;
reg hold_release;
wire extended;
reg hold_extended;
wire err;
reg parity_err,ss_bits_err;
reg p;
reg valid;
reg shift_flag;
reg code_input_d,code_input_s;
wire keycode_input_enable;
always  @(posedge rst,posedge clk) 
begin : sync_reg
	if(rst == 'b1)
		begin
			ps2_clk_d <= 'b1;
			ps2_data_d <= 'b1;
			ps2_clk_s<= 'b1;
			ps2_data_s <= 'b1;
		end
	else
		begin
			ps2_clk_d <= ps2_clk;
			ps2_data_d <= ps2_data;
			ps2_clk_s <= ps2_clk_d;
			ps2_data_s <= ps2_data_d;
		end
	end
assign ps2_clk_rising_edge = !ps2_clk_s & ps2_clk_d;
assign ps2_clk_falling_edge = !ps2_clk_d & ps2_clk_s;
always @(posedge clk) 
	begin : state_reg
		if(rst == 'b1)
			st <= S_H;
		else
			st <= nx_st;
	end
always @(*)
	begin
		(* FULL_CASE, PARALLEL_CASE *)
		case (st) 
			S_L : nx_st = (ps2_clk_rising_edge == 'b1) ? S_L2H : S_L;
			S_L2H : nx_st = S_H;
			S_H : nx_st = (ps2_clk_falling_edge == 'b1) ? S_H2L : S_H;
			S_H2L : nx_st = S_L;
			default : nx_st = S_H;						
		endcase
	end
assign shift = (st == S_H2L) ? 'b1 : 'b0;
assign rst_timer = (st == S_H2L || st == S_L2H ) ? 'b1 : 'b0;
always @(posedge clk)
	begin : cnt_bit_num 
		if((rst == 'b1) || (shift_done == 'b1))
			bit_cnt <= 4'b0;
		else if(reset_bit_cnt == 'b1) 
			bit_cnt <= 4'b0;
		else if(shift == 'b1)
			bit_cnt <= bit_cnt + 'b1;
	end 
assign timer_timeout = (timer_cnt == 6000) ? 'b1 : 'b0;
assign reset_bit_cnt = (timer_timeout == 'b1 && st == S_H && ps2_clk_s == 'b1) ? 'b1 : 'b0;
always @(posedge clk)
	begin : timer 
		if(rst_timer == 'b1)
			timer_cnt <= 'b0;
		else if(timer_timeout == 'b0)
			timer_cnt <= timer_cnt + 'b1;	
	end
always @(posedge clk)
	begin : shift_R 
		if(rst == 'b1) 
			q <= 'b0;
		else if(shift == 'b1 ) 
			q <= { ps2_data_s, q[11-1 : 1] };
	end
assign shift_done = (bit_cnt == 11) ? 'b1 : 'b0;
assign got_release = (q[8:1] == 'b11110000) && (shift_done == 'b1) ? 'b1 : 'b0;
assign extended = (q[8:1] == 'b11100000) && (shift_done == 'b1) ? 'b1 : 'b0;
assign output_strobe = ((shift_done == 'b1) && (got_release == 'b0) && (extended == 'b0)) ? 'b1 : 'b0;
always @(posedge clk)
	begin : latch_released 
		if( rst == 'b1 || output_strobe == 'b1)
			hold_release <= 'b0;
		else if(got_release == 'b1)
			hold_release <= 'b1;
	end
always @(posedge clk)
	begin : latch_extended
		if( rst == 'b1 || output_strobe == 'b1)
			hold_extended <= 'b0;
		else if(extended == 'b1)
			hold_extended <= 'b1;
	end
always  @(posedge clk)
	begin : comm_state_reg
		if(rst == 'b1) 
			st2 <= 'b1;
		else
			st2 <= nx_st2;
	end 
always @(st2, output_strobe, read)
	begin 
		(* FULL_CASE, PARALLEL_CASE *)
		case (st2) 
			'b1 : 
				nx_st2 = (output_strobe == 'b1) ? 'b0 : 'b1;
			'b0 :
				nx_st2 = (read == 'b1) ?  'b1 : 'b0;
			default : 
				nx_st2 = 'b1;						
		endcase
	end
assign data_ready = (st2 == 'b0) ? 'b1 : 'b0;
always @(posedge clk)
	begin : send_output
		if(rst == 'b1) 
			begin
				scancode = 'b0;
				shift_flag = 'b0;
				released = 'b1;
				err_ind = 'b0;
			end 
		else if(output_strobe == 'b1)  
			begin
				scancode = q[8:1];
				released = hold_release;
				err_ind = err;
				if(shift_flag == 'b1)  
					begin
						valid = 'b1;
						case (q[8:1])
							'h1C : scancode = 'h41;  
							'h32 : scancode = 'h42;  
							'h21 : scancode = 'h43;  
							'h23 : scancode = 'h44;  
							'h24 : scancode = 'h45;  
							'h2B : scancode = 'h46;  
							'h34 : scancode = 'h47;  
							'h33 : scancode = 'h48;  
							'h43 : scancode = 'h49;  
							'h3B : scancode = 'h4A;  
							'h42 : scancode = 'h4B;  
							'h4B : scancode = 'h4C;  
							'h3A : scancode = 'h4D;  
							'h31 : scancode = 'h4E;  
							'h44 : scancode = 'h4F;  
							'h4D : scancode = 'h50;  
							'h15 : scancode = 'h51;  
							'h2D : scancode = 'h52;  
							'h1B : scancode = 'h53;  
							'h2C : scancode = 'h54;  
							'h3C : scancode = 'h55;  
							'h2A : scancode = 'h56;  
							'h1D : scancode = 'h57;  
							'h22 : scancode = 'h58;  
							'h35 : scancode = 'h59;  
							'h1A : scancode = 'h5A;  
							'h16 : scancode = 'h21;  
							'h1E : scancode = 'h40;  
							'h26 : scancode = 'h23;  
							'h25 : scancode = 'h24;  
							'h2E : scancode = 'h25;  
							'h36 : scancode = 'h5E;  
							'h3D : scancode = 'h26;  
							'h3E : scancode = 'h2A;  
							'h46 : scancode = 'h28;  
							'h45 : scancode = 'h29;  
							'h0E : scancode = 'h7E;  
							'h4E : scancode = 'h5F;  
							'h55 : scancode = 'h2B;  
							'h5D : scancode = 'h7C;  
							'h54 : scancode = 'h7B;  
							'h5B : scancode = 'h7D;  
							'h4C : scancode = 'h7A;  
							'h52 : scancode = 'h22;  
							'h41 : scancode = 'h3C;  
							'h49 : scancode = 'h3E;  
							'h4A : scancode = 'h3F;  
							default : 
								begin
									scancode = scancode;
									valid = 'b0;
								end
						endcase
						if(hold_release == 'b1)  
							begin
								valid = 'b1;
								case (q[8:1])
									'h12 :
										begin
											shift_flag = 'b0;
											scancode = scancode; 
										end											
									'h59 : 
										begin
											shift_flag = 'b0;
											scancode = scancode;
										end
									default : 
										begin
											scancode = scancode;
											valid = 'b0;
										end
								endcase
							end
					end
				else if (hold_extended == 'b1)
					begin
						valid = 'b1;
						case (q[8:1])
							'h74 : scancode = 'h90;  
							'h6B : scancode = 'h91;  
							'h75 : scancode = 'h92;  
							'h72 : scancode = 'h93;  
							'h70 : scancode = 'h84;  
							'h71 : scancode = 'h85;  
							'h6C : scancode = 'h86;  
							'h69 : scancode = 'h87;  
							'h7D : scancode = 'h88;  
							'h7A : scancode = 'h89;  
							'h4A : scancode = 'h2F;  
							'h14 : scancode = 'h80;  
							'h11 : scancode = 'h81;  
							'h5A : scancode = 'h0D;  
							'h12 : scancode = 'h8A;  
							default : 
								begin
									scancode = scancode;
									valid = 'b0;
								end
						endcase
					end
				else
					begin
						valid = 'b1;
						case (q[8:1])
							'h1C : scancode = 'h61;  
							'h32 : scancode = 'h62;  
							'h21 : scancode = 'h63;  
							'h23 : scancode = 'h64;  
							'h24 : scancode = 'h65;  
							'h2B : scancode = 'h66;  
							'h34 : scancode = 'h67;  
							'h33 : scancode = 'h68;  
							'h43 : scancode = 'h69;  
							'h3B : scancode = 'h6A;  
							'h42 : scancode = 'h6B;  
							'h4B : scancode = 'h6C;  
							'h3A : scancode = 'h6D;  
							'h31 : scancode = 'h6E;  
							'h44 : scancode = 'h6F;  
							'h4D : scancode = 'h70;  
							'h15 : scancode = 'h71;  
							'h2D : scancode = 'h72;  
							'h1B : scancode = 'h73;  
							'h2C : scancode = 'h74;  
							'h3C : scancode = 'h75;  
							'h2A : scancode = 'h76;  
							'h1D : scancode = 'h77;  
							'h22 : scancode = 'h78;  
							'h35 : scancode = 'h79;  
							'h1A : scancode = 'h7A;  
							'h16 : scancode = 'h31;  
							'h1E : scancode = 'h32;  
							'h26 : scancode = 'h33;  
							'h25 : scancode = 'h34;  
							'h2E : scancode = 'h35;  
							'h36 : scancode = 'h36;  
							'h3D : scancode = 'h37;  
							'h3E : scancode = 'h38;  
							'h46 : scancode = 'h39;  
							'h45 : scancode = 'h30;  
							'h69 : scancode = 'h31;  
							'h72 : scancode = 'h32;  
							'h7A : scancode = 'h33;  
							'h6B : scancode = 'h34;  
							'h73 : scancode = 'h35;  
							'h74 : scancode = 'h36;  
							'h6C : scancode = 'h37;  
							'h75 : scancode = 'h38;  
							'h7D : scancode = 'h39;  
							'h70 : scancode = 'h30;  
							'h76 : scancode = 'h1B;  
							'h0E : scancode = 'h60;  
							'h4E : scancode = 'h2D;  
							'h55 : scancode = 'h3D;  
							'h5D : scancode = 'h5C;  
							'h66 : scancode = 'h08;  
							'h0D : scancode = 'h09;  
							'h5A : scancode = 'h0D;  
							'h54 : scancode = 'h5B;  
							'h5B : scancode = 'h5D;  
							'h4C : scancode = 'h3B;  
							'h52 : scancode = 'h27;  
							'h41 : scancode = 'h2C;  
							'h49 : scancode = 'h2E;  
							'h4A : scancode = 'h2F;  
							'h29 : scancode = 'h20;  
							'h14 : scancode = 'h80;  
							'h11 : scancode = 'h81;  
							'h77 : scancode = 'h82;  
							'h58 : scancode = 'h83;  
							'h7E : scancode = 'h8B;  
							'h71 : scancode = 'h2E;  
							'h79 : scancode = 'h2B;  
							'h7C : scancode = 'h2A;  
							'h7B : scancode = 'h2D;  
							'hE1 : scancode = 'h8C;  
							'h12 :						  
								begin
									scancode = scancode;
									shift_flag = 'b1;
								end 
							'h59 :						  
								begin
									scancode = scancode;
									shift_flag = 'b1;
								end 
							default : 
								begin
									scancode = scancode;
									valid = 'b0;
								end
						endcase
					end				
			end
		else
			begin
				scancode = scancode;
				err_ind = err_ind;
				released = released;
			end
	end
always @(q)
	begin : err_chk 
		p = q[0] ^ q[1] ^ q[2] ^ q[3] ^ q[4] ^ q[5] ^ q[6] ^ q[7] ^ q[8] ^ q[9] ^ q[10];	
		parity_err = ( p == 'b1) ? 1'b0 : 1'b1;
		ss_bits_err = ( q[0] == 'b1 || q[10] == 'b0) ? 1'b1 : 1'b0;
	end
assign err = parity_err || ss_bits_err;
assign keycode_input_enable = code_input_d && ~code_input_s;
always@(posedge clk ,posedge rst)
    if(rst) begin
        code_input_d <= 0;
        code_input_s <= 0;
       end
    else  begin
        code_input_d <=  ~(keycode[3:0] == scancode[3:0]);
        code_input_s <=  code_input_d;
        end
always @(posedge clk, posedge rst)begin
    if(rst)
        keycode <= 12'b0000_0000_0000;
    else if (keycode_input_enable)begin 
        keycode[11:8]<=keycode[7:4];
        keycode[7:4]<=keycode[3:0];
        keycode[3:0]<=scancode[3:0];
        end 
end
endmodule
--- config.mk ---
export PLATFORM = sky130hd
export DESIGN_NAME = ps2_kbd_new
export DESIGN_NICKNAME = ps2_kbd_new
export VERILOG_FILES = /design/flow/design.v
export SDC_FILE = /design/flow/constraint.sdc
export NUM_CORES = 4
export LEC_CHECK = 1
export CORE_UTILIZATION = 30
--- run.sh ---
#!/bin/bash
# OpenROAD 26Q1-2900-gdf79404cd8, Yosys 0.63+post, stock flow scripts
make -C /OpenROAD-flow-scripts/flow DESIGN_CONFIG=/design/flow/config.mk WORK_HOME=/design/flow/orfs finish
--- constraint.sdc ---
current_design ps2_kbd_new

set clk_period 3.8
set clk_io_pct 0.2

create_clock -name clk0 -period $clk_period [get_ports {clk}]

set non_clock_inputs [all_inputs -no_clocks]
set_input_delay [expr $clk_period * $clk_io_pct] -clock clk0 $non_clock_inputs
set_output_delay [expr $clk_period * $clk_io_pct] -clock clk0 [all_outputs]
==> CHANGELOG.md <==
## Flow update

- Outcome: finished clean
- R2R cell count: 7
- Worst setup path start: q[3]
- TritonCTS clock tree: built
- CP max stage delay: approximately 0.56 ns
- Least-Margin Pin Slew: between 0.8 and 0.9 ns
- Setup violations, final: 0
- Number of diodes: 0
- GRT overflow: 0
- Yosys warnings: 1
- RD Place Congestion: around 1
- Hold Vio Cnt, Final: 0
- Reg2reg start: q[8]
- Core footprint: 0.01600 mm^2
- Vias in the first global route: 4772
- Layout cell share with drive strength beyond 1: 13.51%
- Via count: 5088
- Post-synthesis cell count: between 600 and 700
- Drt wl/cell: 21.10 um
- Drt first pass iters: 7
- Hold depth: 0
- Clock Tree Buf Depth: 2
- Worst-path fanout max: 17
- Hold Path End: ps2_data_s
- Worst hold path class: reg -> reg
- Top Layout Cells: 56 x nor2_1, 50 x nand2_1, 47 x dfxtp_1, 34 x a21oi_1, 34 x buf_4
- Rel. slew slack: 41.94%
- Maxcap violations: 0
- Total GRT Usage: 22.42%
- Drc violations: 0
- Final Skew: 0.005184 ns
- Unique cell types: 83
- Reg power frac: between 40% and 50%
- Crit path kind: reg -> out
- Ys async rst share: 27.69%
- Postcts setup bufs: 0
- Unrepaired setup endpoints after global routing: no
- Number of vias per cell: between 5 and 6
- CP cell instances: buf_4, nor4_1, nand3_1, nor3_1, clkdlybuf4s50_1
- Sw Pwr: just under 400 uW
- Worst hold slack: 0.3552 ns
- Clock Power Share: between 40% and 50%
- Tool Warnings: 26
- Yosys Chip Area: 0.004957 mm^2
- Setup_tns: 0 ns
- DIE WIDTH: roughly 130 um
- Cts repair resizes: 0
- Post-synth EDFFs: 0
- Post-DP HPWL: around 14000 um
- CP Launch Type: flip-flop
- # rows: 46
- Routed Antenna Nets: 0
- Pleak: 0.002062 uW
- Logic pwr share: between 8 and 9%
- Pwr Total: 1825 uW
- Peak VDD IR: 228.2 uV
- Io pins: 29
- CTS root buffer: clkbuf_16
- Crit path DAT: 2.76 ns
- Post-Syn Area: 0.004957 mm^2
- DRT iter0 DRCs: 406
- WP data required: 3.04 ns
- Clk sink count: 65
- Floorplan core density: 30.98%
- Flops after synth: 65
- CTS HTree Levels: 3
- Max-slew violation count: 0
- First-pass GRT wire length: ~28000 um
- Largest net degree at the start of global routing: 36
- Switching Fraction: 21.75%
- Int Pwr: 1428 uW
- # hold bufs at CTS: 0
- Period utilisation layout: 92.61%
- Place WS: approximately 0.59 ns
- R2R Path End: scancode[1]
- Post-synth seq share: 28.17%
- Critical Path Slowest Stage Cell: nor4_1
- Wire length after detailed routing: around 18000 um
- Pwr dens: 311.7 mW/mm^2
- Worst-Skew Late Latency: 0.33 ns
- CP Capture Type: primary output
- Setup WS post-layout: around 0.28 ns
- Clk slew on worst S/H paths: 0.05 ns
- Initial antenna violation count: 0
- Syn_area_per_cell: about 8 um^2
- Flop-to-flop setup slack: 0.58 ns
- Min-Delay Startpoint: ps2_data_d
- Most frequent logic cell in the layout: nor2_1
- Area Overhead vs Synth: 18.07%
- Chip Height: 130.5 um
- CTS Buf Count: 9
- Max Freq: 0.2842 GHz
- # Cells Yosys: slightly above 600
- Buffers on Ports: 28
- Crit path time final: approximately 3.5 ns
- Die area: 0.01704 mm^2
- Top_reg_cell synth: dfxtp_1
-- worst max-delay path by stage --
stage,endpoint,cells after the start,slack [ns]
global route,got_release,5,0.04
CTS,got_release,5,0.21
finish,got_release,5,0.28
-- per-layer routing --
layer  GRT usage, %  vias to the layer above  wire (um)
met3          3.400                       52       1213
met4          9.060                        0        850
met1          31.78                     2452       7820
li1               -                     2371          -
met5              0                        -          0
met2          34.55                      213       8259
-- cells by family (layout without fill, tap and decap cells) --
logic type,count (synthesis),after routing,synth area share [%]
buf+inv,73,95,6.663
simple gates,280,280,33.77
compound gates,144,144,19.51
flops,65,65,28.17
fa+ha+maj,3,3,0.7573
mux,29,29,6.184
xor+xnor,28,28,4.947
-- synthesized netlist by cell type (4+ instances only) --
master     instances  area [um^2]
buf_2             23        115.1
a31oi_1            9        56.30
nor2_1            56        210.2
buf_1              6        22.52
nand3_1           29        145.1
or2_2              4        25.02
nand4_1           19        118.9
nor3b_1            9        67.56
inv_1             15        56.30
o2111ai_1          4        35.03
nor4_1             9        56.30
o22ai_1            8        50.05
nor4bb_1           9        90.09
nand2b_1          10        62.56
or4b_1             6        60.06
or3_1              4        25.02
mux2i_1           16        160.2
dfstp_2            4        105.1
and3_1             7        43.79
nor3_1            11        55.05
or3b_2             4        35.03
o21ai_0           26        130.1
clkbuf_1          23        86.33
nor2b_1            8        50.05
nand2_1           50        187.7
or4_1              5        37.54
dfxtp_1           47        940.9
nand3b_1           5        37.54
o211ai_1          11        82.58
mux2_2            13        146.4
a21oi_1           34        170.2
xor2_1            10        87.58
a211oi_1           5        37.54
o31ai_1            4        30.03
xnor2_1           18        157.7
a22oi_1            7        52.55
dfrtp_1           14        350.3
nor4b_1            7        61.31
-- area by class of cell --
class                   count  area [um^2]
clock buffers              12        246.5
clock inverters             4        76.32
fillers                  1699        10150
inverters                  15        56.30
multi-input cells         484         3232
flip-flops and latches     65         1396
well taps                 216        270.3
repair buffers             64        575.6
-- power groups by stage --
stage / registers, uW / clock network (uW) / logic [uW]
after CTS: 788 / 899 / 161
after global routing: 799 / 936 / 180
final: 788 / 878 / 159
-- critical path: cells and delay by family (launching register included) --
family | cells | cell delay [ns]
DFF | 1 | 0.49
buffers and inverters | 2 | 0.81
and+or+nand+nor | 3 | 1.14
-- metrics by stage --
stage	utilization (%)	area, um^2	instances
2_1_floorplan	-	4957	622
3_5_place_dp	34.56	5530	844
5_1_grt	36.58	5853	860
4_1_cts	36.58	5853	860
6_report	36.58	5853	860
3_3_place_gp	34.56	5530	844
-- state kept, by name (all words and copies together) (netlist names) --
name / cells
ps2_data_d: 1
keycode: 12
scancode: 8
released: 1
st: 4
err_ind: 1
bit_cnt: 4
ps2_clk_d: 1
ps2_clk_s: 1
hold_release: 1
code_input_d: 1
hold_extended: 1
shift_flag: 1
q: 11
ps2_data_s: 1
code_input_s: 1
timer_cnt: 13
st2: 2
Power figures rest on the tool's default switching activity, not on a simulated workload.

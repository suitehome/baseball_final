==> run.sh <==
#!/bin/bash
# OpenROAD 26Q1-2900-gdf79404cd8, Yosys 0.63+post, stock flow scripts
make -C /OpenROAD-flow-scripts/flow DESIGN_CONFIG=/design/flow/config.mk WORK_HOME=/design/flow/orfs finish
==> config.mk <==
export PLATFORM = sky130hd
export DESIGN_NAME = button_signal
export DESIGN_NICKNAME = button_signal
export VERILOG_FILES = /design/flow/design.v
export SDC_FILE = /design/flow/constraint.sdc
export NUM_CORES = 4
export LEC_CHECK = 1
export CORE_AREA = 10 10 92 92
export DIE_AREA = 0 0 102 102
==> constraint.sdc <==
current_design button_signal

set clk_period 1.1
set clk_io_pct 0.2

create_clock -name clk0 -period $clk_period [get_ports {clk}]

set non_clock_inputs [all_inputs -no_clocks]
set_input_delay [expr $clk_period * $clk_io_pct] -clock clk0 $non_clock_inputs
set_output_delay [expr $clk_period * $clk_io_pct] -clock clk0 [all_outputs]
==> design.v <==
`timescale 1ns / 1ps
module button_signal(
input wire clk,rst,guess_mode,
input wire [1:0]input_sig,
output reg [2:0]button_cnt_p1,button_cnt_p2,
                button_press_cnt_p1,button_press_cnt_p2,
output wire button_released_p1,button_released_p2,
                 button_pressed_p1,button_pressed_p2
    );
    reg button_d_1,button_s_1,button_d_2,button_s_2;
    assign button_released_p1 = (~button_d_1) &&( button_s_1) ;
    assign button_released_p2 = (~button_d_2) && (button_s_2) ;
    assign button_pressed_p1 = (button_d_1) &&~( button_s_1) ;
    assign button_pressed_p2 = (button_d_2) && ~(button_s_2) ;
always@(posedge clk, posedge rst )
    if(rst) begin
        button_d_1 <= 1'b0;
        button_d_2 <= 1'b0;
        button_s_1 <= 1'b0;
        button_s_2 <= 1'b0;
       end
    else  begin
        button_d_1 <=  (input_sig == 2'b01) && guess_mode ;
        button_d_2 <=  (input_sig == 2'b10) && guess_mode ;
        button_s_1 <= button_d_1;
        button_s_2 <= button_d_2;
        end
always@(posedge clk, posedge rst)    
    if(rst) 
        button_cnt_p1 = 0;
    else if((~button_d_1) &&( button_s_1)) begin 
        button_cnt_p1 = button_cnt_p1 + 1;
    end 
 always@(posedge clk, posedge rst)    
    if(rst) 
        button_cnt_p2 = 0; 
    else if((~button_d_2) && (button_s_2))
        button_cnt_p2 = button_cnt_p2+1 ;
 always@(posedge clk, posedge rst)    
    if(rst) 
        button_press_cnt_p1 = 0; 
    else if((button_d_1) &&~( button_s_1)) 
        button_press_cnt_p1 = button_press_cnt_p1 + 1;
 always@(posedge clk, posedge rst)    
    if(rst) 
        button_press_cnt_p2 = 0; 
    else if((button_d_2) && ~(button_s_2)) 
        button_press_cnt_p2 = button_press_cnt_p2+1 ;
endmodule
==> results.txt <==
From the run reports.

- The flow ran to the end, but the final reports show violations.
- The checks that failed: negative setup slack.
- The worst clock skew is 0.00326 ns.
- The final cell area excluding filler cells reads 1310 sq um.
- The core outline area is 6460 sq um.
- After technology mapping, the gate count stands at 44.
- The area growth from synthesis to layout reads 90.9%.
- The share of the yosys chip area belonging to registers is 58.4%.
- The first TritonRoute pass finished after 2 iterations.
- Per the timing report, the biggest fanout along the worst path comes to 2.
- Entering global routing, the biggest net connects 17 pins.
- The floorplan core density reads 10.6%.
- The multi-input logic area reads 319 sq um.
- The minimum setup slack after placement reads -0.202 ns.
- In this run the remaining antenna-violating nets after routing total 0.
- The row count reads 29.
- The die is 102 um wide.
- The number of filler cells placed in the layout reads 694.
- CTS built an H-tree with a depth of 1.
- The vertical die dimension reported for this design is 102 um.
- The number of global-route vias before repair reads 558.
- The post-detailed-routing wire length reads 1.58 mm.
- The wire length of the first global-routing pass reads 2.64 mm.
- For this design the ratio of total power to cell area is 2060 nW/um^2.
- Clock-pin slew was measured on the worst setup and hold paths at 0.07 ns.
- The class of the most critical hold timing path reads input pin to asynchronous set/reset pin.
- The number of buffers created by CTS is 3.
- The worst setup path is of the register to output port kind.
- The dominant cell type by area after synthesis reads dfrtp_1.
- The number of vias in the routed layout reads 507.
- The count of yosys warnings during synthesis is 1.
- The number of placed instances, taps included is 149.
- The estimated wirelength of the detail-placed design is 1.09 mm.
- Input and output buffers added on the ports amount to 20.
- The worst vdd rail ir drop is 0.829 mV.
- Setup repair after global routing could not meet its margin everywhere.
- The average wire length per cell after detail routing reads 9.14 um.
- The clock sink total reads 16.
- The shortest period the worst path allows is 1.21 ns.
- The endpoint class of the critical path reads an output port.
- The chip area line in the Yosys stat output reads 686 sq um.
- The I/O pin count is 21.
- The sequential cells in the finished layout cover a total of 403 sq um.
- In this run the mean area of a mapped cell was 15.6 sq um.
- The slew at the pin closest to its max-slew limit is 0.218 ns.
- The final timing report lists a hold violation count of 0.
- The share of Yosys cell area claimed by the top area cell type is 58.4%.
- Buffers inserted to repair hold after CTS numbered 0.
- At the later pin of the worst-skew pair, clock insertion delay measures 0.24 ns.
- The data arrival time at the worst-slack endpoint reads 0.99 ns.
- The number of diodes added for antenna fixing reads 0.
- The tool flagged a number of max-cap violations equal to 0.
- Leaving out fill and tap cells, the most frequent cells in the layout are dfrtp_1 (14), buf_6 (14), buf_4 (14), clkdlybuf4s15_1 (9), buf_2 (5).
- The core occupancy in the finished layout is 20.3%.
- Yosys mapped the design onto 11 distinct sky130hd cell types.
- The total tool warning count is 27.
- The number of cell instances after yosys synthesis reads 44.
- Final hold analysis gives a worst-case slack of 0.286 ns.
- The leakage power of the design is 0.600 nW.
- The DRC violation count after routing is 0.
- The worst setup path is launched from a register.
- The least setup slack across all paths after layout reads -0.113 ns.
- The normalized max-slew margin is 85.5%.
- The netlist area before placement reads 686 sq um.
- Per the CTS log, the buffer count on the longest clock path is 2.
- The tally of non-filler cells in the final layout reads 173.
- The number of vias per cell reads 2.93.
- The clock tree root driver cell is clkbuf_8.
- The global-route usage over all layers reads 3.16%.
- The chip area reads 10400 sq um.
- The routability congestion estimate is 0.726.
- The highest clock rate is 0.825 GHz.
- Summed over all layers, the global routing overflow is 0.
- The synthesized design contains 16 register bits.
- Dividing the final minimum period by the clock period gives 110%.
- The TritonCTS clock tree is done.
- For reference, the top cells by area after synthesis are dfrtp_1 (58%), mux2_4 (8.8%), nor2b_4 (8.0%).
- The share of layout cells above drive strength 1 is 53.1%.
- The initial antenna violation count is 0.
- The data required time at the worst endpoint is 0.88 ns.
- The violation tally from detailed-route iteration zero reads 12.
- For this run, the final setup violation count is recorded as 9.
- The area after detailed placement reads 1040 sq um.
- The max-slew violation count reads 0.
[cells in the mapped netlist]
cell type  number
nor2_1          1
nor2b_4         4
xor2_1          4
nand2_1         1
and3b_1         1
nand3b_1        4
inv_1           1
mux2_4          4
xnor2_1         4
ha_1            4
dfrtp_1        16
[cells by family (layout without fill, tap and decap cells)]
logic type,Yosys count,count (layout),share of synthesized area (%)
xor+xnor,8,8,10.2
fa+ha+maj,4,4,7.30
buf+inv,1,53,0.547
flops,16,16,58.4
mux,4,4,8.76
simple gates,11,11,14.8
[sequential cells by signal, summed over array words and instances (netlist names)]
| register | flops |
|---|---|
| button_press_cnt_p1 | 3 |
| button_press_cnt_p2 | 3 |
| button_d_1 | 1 |
| button_s_1 | 1 |
| button_s_2 | 1 |
| button_d_2 | 1 |
| button_cnt_p1 | 3 |
| button_cnt_p2 | 3 |
[layer usage]
layer  track usage [%]  vias up  wire, um
met5                 0        -         0
met4                 0        0         0
met3              2.04        0       204
met2              4.64       19       614
met1              4.08      237       763
li1                  -      251         -
[worst max-delay path, cell delays in order (launching register included)]
cell,delay [ns]
dfrtp_2,0.42
buf_6,0.13
nor2b_4,0.10
buf_2,0.10
[timing repair]
item,in CTS,in global routing
setup endpoints to repair,20,17
pin swaps,0,2
gates resized,46,10
setup buffers,21,1
[stage by stage]
stage / setup TNS [ns] / power (W)
after floorplan: 0 / 0.00129
final: -0.649 / 0.00270
after CTS: -0.690 / 0.00267
after global routing: -1.03 / 0.00294
after detailed placement: -0.823 / 0.00194
after global placement: -0.747 / 0.00192
[where the power goes]
group | internal, W | switching, W
combinational | 0.000864 | 0.000353
sequential | 0.000821 | 0.000150
clock | 0.000317 | 0.000197
total | 0.00200 | 0.000701
[final timing paths]
kind                                   from                 end  slack [ns]  cells past startpoint
max in group asynchronous               rst          button_d_1        0.61                      3
max                              button_d_2  button_released_p2       -0.11                      3
min in group clk0              input_sig[0]          button_d_1        0.50                      3
min                                     rst    button_cnt_p1[2]        0.29                      3
min reg2reg                button_cnt_p2[2]    button_cnt_p2[2]        0.52                      2
max reg2reg                      button_s_2    button_cnt_p2[1]       -0.07                      4
[final cells by class]
type                    count  share of cell area [%]
repair buffers             48                    33.0
multi-input cells          27                    24.4
inverters                   1                   0.287
well taps                  77                    7.36
flip-flops and latches     16                    30.8
clock buffers               4                    4.21
Power is estimated from default activity; no workload was simulated.
